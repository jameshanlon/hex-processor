### constraint.sdc
current_design link_interface

set clk_period 5.9
set clk_io_pct 0.2

create_clock -name clk0 -period $clk_period [get_ports {i_clk}]

set non_clock_inputs [all_inputs -no_clocks]
set_input_delay [expr $clk_period * $clk_io_pct] -clock clk0 $non_clock_inputs
set_output_delay [expr $clk_period * $clk_io_pct] -clock clk0 [all_outputs]
### config.mk
export PLATFORM = sky130hd
export DESIGN_NAME = link_interface
export DESIGN_NICKNAME = link_interface
export VERILOG_FILES = /design/flow/design.v
export SDC_FILE = /design/flow/constraint.sdc
export NUM_CORES = 4
export LEC_CHECK = 1
export CORE_UTILIZATION = 30
### design.v
package hex_pkg;
  localparam MEM_ADDR_WIDTH = 21;
  localparam MEM_ADDR_MSB = MEM_ADDR_WIDTH-1;
  localparam MEM_ADDR_WORD_LSB = 2;
  localparam MEM_ADDR_BYTE_LSB = 0;
  localparam MEM_WIDTH = 32;
  localparam MEM_DEPTH = 1 << (MEM_ADDR_WIDTH - 2);
  localparam DATA_WIDTH = 32;
  localparam INSTR_OPC_WIDTH = 4;
  localparam INSTR_OPR_WIDTH = 4;
  localparam INSTR_WIDTH = INSTR_OPC_WIDTH + INSTR_OPR_WIDTH;
  localparam SYSCALL_OPC_WIDTH = 2;
  localparam NUM_LINKS = 4;
  localparam NUM_CORES = 4;
  localparam SLOT_W    = $clog2(NUM_LINKS);  
  localparam CID_W     = $clog2(NUM_CORES);  
  typedef logic [MEM_ADDR_WIDTH-1:0]  iaddr_t;  
  typedef logic [MEM_ADDR_WIDTH-1:2]  waddr_t;  
  typedef logic [MEM_WIDTH-1:0]       data_t;
  typedef logic [INSTR_OPR_WIDTH-1:0] operand_t;
  typedef enum logic [INSTR_OPC_WIDTH-1:0] {
    LDAM = 'h0,
    LDBM = 'h1,
    STAM = 'h2,
    LDAC = 'h3,
    LDBC = 'h4,
    LDAP = 'h5,
    LDAI = 'h6,
    LDBI = 'h7,
    STAI = 'h8,
    BR   = 'h9,
    BRZ  = 'hA,
    BRN  = 'hB,
    OPR  = 'hD,
    PFIX = 'hE,
    NFIX = 'hF
  } opcode_t;
  typedef enum logic [INSTR_OPR_WIDTH-1:0] {
    BRB = 0,
    ADD = 1,
    SUB = 2,
    SVC = 3,
    IN  = 4,
    OUT = 5
  } opr_opcode_t;
  typedef enum logic [SYSCALL_OPC_WIDTH-1:0] {
    EXIT  = 0,
    WRITE = 1,
    READ  = 2
  } syscall_t;
  typedef struct packed {
    opcode_t  opcode;
    operand_t operand;
  } instr_t;
  typedef logic [CID_W-1:0]  core_id_t;
  typedef logic [SLOT_W-1:0] slot_t;
  typedef struct packed {
    core_id_t dst_core;
    slot_t    dst_slot;
    core_id_t src_core;
    data_t    word;
  } data_flit_t;
  typedef struct packed {
    core_id_t dst_core;
  } ack_flit_t;
endpackage
module link_interface (
    input  logic               i_clk,
    input  logic               i_rst,
    input  hex_pkg::core_id_t  i_core_id,
    input  logic               i_op_out,
    input  logic               i_op_in,
    input  hex_pkg::slot_t     i_slot,
    input  hex_pkg::data_t     i_areg,
    output logic               o_busy,
    output logic               o_done,
    output hex_pkg::data_t     o_in_word,
    input  logic               i_cfg_we,
    input  hex_pkg::slot_t     i_cfg_slot,
    input  hex_pkg::core_id_t  i_cfg_dst_core,
    input  hex_pkg::slot_t     i_cfg_dst_slot,
    output logic                o_dnet_valid,
    output hex_pkg::core_id_t   o_dnet_dst,
    output hex_pkg::data_flit_t o_dnet_flit,
    input  logic                i_dnet_in_ready,
    input  logic                i_dnet_valid,
    input  hex_pkg::data_flit_t i_dnet_flit,
    output logic                o_dnet_out_ready,
    output logic               o_anet_valid,
    output hex_pkg::core_id_t  o_anet_dst,
    output hex_pkg::ack_flit_t o_anet_flit,
    input  logic               i_anet_in_ready,
    input  logic               i_anet_valid,
    input  hex_pkg::ack_flit_t i_anet_flit,
    output logic               o_anet_out_ready
  );
  hex_pkg::core_id_t rt_core [hex_pkg::NUM_LINKS];
  hex_pkg::slot_t    rt_slot [hex_pkg::NUM_LINKS];
  always_ff @(posedge i_clk)
    if (i_cfg_we) begin
      rt_core[i_cfg_slot] <= i_cfg_dst_core;
      rt_slot[i_cfg_slot] <= i_cfg_dst_slot;
    end
  logic [hex_pkg::NUM_LINKS-1:0] rx_valid;
  hex_pkg::core_id_t             rx_src  [hex_pkg::NUM_LINKS];
  hex_pkg::data_t                rx_word [hex_pkg::NUM_LINKS];
  assign o_dnet_out_ready = i_dnet_valid && !rx_valid[i_dnet_flit.dst_slot];
  assign o_anet_out_ready = 1'b1;
  typedef enum logic [1:0] { IDLE, OUT_SEND, OUT_WAIT, IN_ACK } state_t;
  state_t st;
  always_comb begin
    o_dnet_valid = 1'b0;
    o_dnet_dst   = '0;
    o_dnet_flit  = '0;
    o_anet_valid = 1'b0;
    o_anet_dst   = '0;
    o_anet_flit  = '0;
    o_done       = 1'b0;
    o_in_word    = rx_word[i_slot];
    o_busy       = (i_op_out || i_op_in);
    unique case (st)
      OUT_SEND: begin
        o_dnet_valid         = 1'b1;
        o_dnet_dst           = rt_core[i_slot];
        o_dnet_flit.dst_core = rt_core[i_slot];
        o_dnet_flit.dst_slot = rt_slot[i_slot];
        o_dnet_flit.src_core = i_core_id;
        o_dnet_flit.word     = i_areg;
      end
      OUT_WAIT: begin
        if (i_anet_valid) o_done = 1'b1;  
      end
      IN_ACK: begin
        o_anet_valid         = 1'b1;
        o_anet_dst           = rx_src[i_slot];
        o_anet_flit.dst_core = rx_src[i_slot];
        if (i_anet_in_ready) o_done = 1'b1;
      end
      default: ;  
    endcase
    if (o_done) o_busy = 1'b0;
  end
  always_ff @(posedge i_clk or posedge i_rst)
    if (i_rst) begin
      st <= IDLE;
      rx_valid <= '0;
    end else begin
      if (i_dnet_valid && o_dnet_out_ready) begin
        rx_valid[i_dnet_flit.dst_slot] <= 1'b1;
        rx_src  [i_dnet_flit.dst_slot] <= i_dnet_flit.src_core;
        rx_word [i_dnet_flit.dst_slot] <= i_dnet_flit.word;
      end
      unique case (st)
        IDLE: begin
          if (i_op_out)                         st <= OUT_SEND;
          else if (i_op_in && rx_valid[i_slot]) st <= IN_ACK;
        end
        OUT_SEND: if (i_dnet_in_ready) st <= OUT_WAIT;
        OUT_WAIT: if (i_anet_valid)    st <= IDLE;
        IN_ACK:   if (i_anet_in_ready) begin
                    rx_valid[i_slot] <= 1'b0;
                    st <= IDLE;
                  end
      endcase
    end
endmodule
### run.sh
#!/bin/bash
# OpenROAD 26Q1-2900-gdf79404cd8, Yosys 0.63+post, stock flow scripts
make -C /OpenROAD-flow-scripts/flow DESIGN_CONFIG=/design/flow/config.mk WORK_HOME=/design/flow/orfs finish
==> out/qor.csv <==
metric;value;unit
post-synthesis average cell area;20.6;sq um
DRC violation count after routing;0;
WP data arrival;3110;ps
share of total power in sequential cells;0.490;
1st-iter DRT viols;159;
diode count;0;
Critical Path End Type;primary output;
worst setup slack before clock tree synthesis;1530;ps
total congestion overflow;0;
clock network fraction of design power;0.413;
initial antenna violation count;0;
PostCTS Resize Cnt;0;
post-synthesis async set-or-reset flop share;0.0500;
Port Buf Inserts;167;
fraction of synthesized area in multiplexers;0.146;
area growth from synthesis to layout;40.2;%
global-route wire length before repair;19500;um
fraction of final layout cells with drive strength greater than 1;0.151;
proportion of power drawn by combinational gates;0.097;
number of warnings in the stage logs;29;
most instantiated logic cell after routing;sky130_fd_sc_hd__clkdlybuf4s50_1;
number of hold buffers added after cts;0;
clock tree from TritonCTS;done;
Final Worst Setup Slack;1610;ps
drt first pass iters;4;
transition time at the pin with the least slew margin;860;ps
most frequent cells in the layout;165 x sky130_fd_sc_hd__clkdlybuf4s50_1, 152 x sky130_fd_sc_hd__edfxtp_1, 40 x sky130_fd_sc_hd__and2_1;
period utilization;0.727;
number of levels the H-tree was split into;4;
half-perimeter wire length of the detailed placement result;7800;um
top flip-flop cell by instance count after synthesis;sky130_fd_sc_hd__edfxtp_1;
Hold Crit Class;reg -> reg;
count of yosys warnings during synthesis;3;
reg2reg path depth;2;
peak supply drop;0.187;mV
cell count after placement;729;
number of global-route vias before repair;3689;
Cell Pwr Density;298;nW/um^2
terminus of the critical flop-to-flop path;rx_src[0][1];
post-CTS setup repair buffer count;0;
starting density of the core;0.308;
via count normalized by instance count;4.60;
filler cell count;1752;
buffers from clock root to sink, at most;2;
sequential-to-total area share from yosys stat;0.756;
Post-synth EDFFs;152;
unrepaired setup endpoints after global routing;false;
synthesized area;6300;sq um
AND-OR/OR-AND share of the synthesized area;0.0133;
net switching share of the total power;0.196;
power spent charging and discharging nets;515;uW
final-report max-slew violation count;0;
width of the chip;147;um
via count;3500;
max-cap check violation count;0;
critical path start-end classification;in -> out;
floorplan die area;21600;sq um
cell row count;52;
start point of the worst min-delay path;st[0];
max-slew headroom at the worst pin;0.426;
largest net degree at the start of global routing;42;
number of standard cells reported by yosys;306;
xor and xnor area share after synthesis;0;
Clock transition at path regs;60;ps
total length of routed wires;12800;um
Register-to-Register Setup Slack;4270;ps
worst hold endpoint;st[0];
Final Hold Violating Endpoints;0;
CP max FO;28;
critical path required time;4720;ps
share of synthesized cell area in and, or, nand and nor gates;0.0590;
final setup vio count;0;
maximum achievable frequency;233;MHz
cells after synthesis;306;
Worst Skew;10.6;ps
average wire per cell in the routed design;16.8;um
clk sink count;160;
y dimension of the die;147;um
placer's final routability congestion estimate;0.848;
Static Leak;2.91;nW
smallest hold slack;520;ps
total global routing track utilization;0.128;
dominant non-sequential cell family after synthesis;multiplexers;
status;finished clean;
antenna-violating nets left;0;
Chip Area, Yosys;6300;sq um
count of unique library cells instantiated by Yosys;34;
final sum of negative setup slack;0;ps
critical path launch point type;primary input;
hold-critical path depth;2;
clock latency on the worst-skew pair;410;ps
Non-Filler Instances;761;
Final min period;4290;ps
launch point of the worst reg-to-reg path;rx_valid[0];
count of pins on the block boundary;173;
buffer cell driving the clock tree root;sky130_fd_sc_hd__clkbuf_16;
Synth Register Bits;160;
Synth Area in Adders;0;
internal power contribution;2.12;mW
placeable core region;20400;sq um
total CTS buffers;17;
critical path: stages:
cell and delay, ps:
sky130_fd_sc_hd__buf_4 440, sky130_fd_sc_hd__buf_4 450, sky130_fd_sc_hd__mux4_2 570, sky130_fd_sc_hd__clkdlybuf4s50_1 430
cell usage after synthesis (2+ instances only):
library cell,count,share of area
sky130_fd_sc_hd__clkbuf_1,6,0.0036
sky130_fd_sc_hd__inv_1,7,0.0042
sky130_fd_sc_hd__dfrtp_1,7,0.028
sky130_fd_sc_hd__and2_1,40,0.040
sky130_fd_sc_hd__nor2_1,6,0.0036
sky130_fd_sc_hd__mux2i_1,2,0.0032
sky130_fd_sc_hd__nand2b_1,2,0.0020
sky130_fd_sc_hd__mux4_2,33,0.12
sky130_fd_sc_hd__nor3_1,2,0.0016
sky130_fd_sc_hd__edfxtp_1,152,0.72
sky130_fd_sc_hd__mux4_1,6,0.025
sky130_fd_sc_hd__nand2_1,8,0.0048
sky130_fd_sc_hd__buf_2,4,0.0032
sky130_fd_sc_hd__o21ai_0,3,0.0024
sky130_fd_sc_hd__nor4_1,2,0.0020
sky130_fd_sc_hd__buf_4,7,0.0083
sky130_fd_sc_hd__a31oi_1,2,0.0020
state kept, by name, summed over array words and instances (netlist names):
register	count
rx_word	128
st	4
rt_slot	8
rx_valid	4
rt_core	8
rx_src	8
logic make-up after synthesis:
family                 after synthesis
multiplexers                        41
other                                1
AND/OR/NAND/NOR                     65
buffers and inverters               27
flip-flops                         160
AND-OR/OR-AND                       12
final cells by class:
| cell class | count | area [sq um] | share of cell area |
|---|---|---|---|
| tap | 270 | 338 | 0.0382 |
| multi-input combinational | 119 | 1400 | 0.159 |
| timing repair buffer | 173 | 1710 | 0.193 |
| sequential | 160 | 4770 | 0.539 |
| clock buffer | 20 | 437 | 0.0494 |
| inverter | 7 | 26.3 | 0.00297 |
| clock inverter | 12 | 158 | 0.0178 |
metal layers:
metal	up-vias	GRT usage	wire length, um
met5	-	0	0
met4	0	0.0134	110
met3	8	0.0729	1530
met2	214	0.204	6200
met1	1714	0.165	4940
li1	1564	-	-
worst max path at each step:
stage	from	slack, ps	cells after the start	endpoint
after CTS	i_slot[0]	1540	4	o_in_word[20]
after global routing	i_slot[0]	1430	4	o_in_word[10]
final	i_slot[0]	1610	4	o_in_word[11]
per-stage QoR:
step / util / power [mW] / cell area [sq um]
5_1_grt: 0.433 / 2.73 / 8840
4_1_cts: 0.433 / 2.67 / 8840
2_1_floorplan: - / 1.39 / 6300
3_5_place_dp: 0.403 / 1.57 / 8240
6_report: 0.433 / 2.63 / 8840
3_3_place_gp: 0.403 / 1.57 / 8240
power groups by stage:
stage	combinational [mW]	sequential, mW	clock [mW]
6_report	0.256	1.29	1.09
5_1_grt	0.279	1.29	1.16
4_1_cts	0.261	1.29	1.12
Power is estimated from default activity; no workload was simulated.
