## ./config.mk

```make
export PLATFORM = sky130hd
export DESIGN_NAME = processor
export DESIGN_NICKNAME = processor
export VERILOG_FILES = /design/flow/design.v
export SDC_FILE = /design/flow/constraint.sdc
export NUM_CORES = 4
export LEC_CHECK = 1
export CORE_UTILIZATION = 40
```

## ./constraint.sdc

```tcl
current_design processor

set clk_period 16.3
set clk_io_pct 0.2

create_clock -name clk0 -period $clk_period [get_ports {i_clk}]

set non_clock_inputs [all_inputs -no_clocks]
set_input_delay [expr $clk_period * $clk_io_pct] -clock clk0 $non_clock_inputs
set_output_delay [expr $clk_period * $clk_io_pct] -clock clk0 [all_outputs]
```

## ./run.sh

```bash
#!/bin/bash
# OpenROAD 26Q1-2900-gdf79404cd8, Yosys 0.63+post, stock flow scripts
make -C /OpenROAD-flow-scripts/flow DESIGN_CONFIG=/design/flow/config.mk WORK_HOME=/design/flow/orfs finish
```

## ./design.v

```verilog
package hex_pkg;
  localparam MEM_ADDR_WIDTH = 21;
  localparam MEM_ADDR_MSB = MEM_ADDR_WIDTH-1;
  localparam MEM_ADDR_WORD_LSB = 2;
  localparam MEM_ADDR_BYTE_LSB = 0;
  localparam MEM_WIDTH = 32;
  localparam MEM_DEPTH = 1 << (MEM_ADDR_WIDTH - 2);
  localparam DATA_WIDTH = 32;
  localparam INSTR_OPC_WIDTH = 4;
  localparam INSTR_OPR_WIDTH = 4;
  localparam INSTR_WIDTH = INSTR_OPC_WIDTH + INSTR_OPR_WIDTH;
  localparam SYSCALL_OPC_WIDTH = 2;
  localparam NUM_LINKS = 4;
  localparam NUM_CORES = 4;
  localparam SLOT_W    = $clog2(NUM_LINKS);  
  localparam CID_W     = $clog2(NUM_CORES);  
  typedef logic [MEM_ADDR_WIDTH-1:0]  iaddr_t;  
  typedef logic [MEM_ADDR_WIDTH-1:2]  waddr_t;  
  typedef logic [MEM_WIDTH-1:0]       data_t;
  typedef logic [INSTR_OPR_WIDTH-1:0] operand_t;
  typedef enum logic [INSTR_OPC_WIDTH-1:0] {
    LDAM = 'h0,
    LDBM = 'h1,
    STAM = 'h2,
    LDAC = 'h3,
    LDBC = 'h4,
    LDAP = 'h5,
    LDAI = 'h6,
    LDBI = 'h7,
    STAI = 'h8,
    BR   = 'h9,
    BRZ  = 'hA,
    BRN  = 'hB,
    OPR  = 'hD,
    PFIX = 'hE,
    NFIX = 'hF
  } opcode_t;
  typedef enum logic [INSTR_OPR_WIDTH-1:0] {
    BRB = 0,
    ADD = 1,
    SUB = 2,
    SVC = 3,
    IN  = 4,
    OUT = 5
  } opr_opcode_t;
  typedef enum logic [SYSCALL_OPC_WIDTH-1:0] {
    EXIT  = 0,
    WRITE = 1,
    READ  = 2
  } syscall_t;
  typedef struct packed {
    opcode_t  opcode;
    operand_t operand;
  } instr_t;
  typedef logic [CID_W-1:0]  core_id_t;
  typedef logic [SLOT_W-1:0] slot_t;
  typedef struct packed {
    core_id_t dst_core;
    slot_t    dst_slot;
    core_id_t src_core;
    data_t    word;
  } data_flit_t;
  typedef struct packed {
    core_id_t dst_core;
  } ack_flit_t;
endpackage
module processor (
	i_rst,
	i_clk,
	o_f_valid,
	o_f_addr,
	i_f_data,
	o_d_valid,
	o_d_we,
	o_d_addr,
	o_d_data,
	i_d_data,
	o_syscall_valid,
	o_syscall
);
	input wire i_rst;
	input wire i_clk;
	output wire o_f_valid;
	localparam hex_pkg_MEM_ADDR_WIDTH = 21;
	output wire [20:0] o_f_addr;
	localparam hex_pkg_INSTR_OPC_WIDTH = 4;
	localparam hex_pkg_INSTR_OPR_WIDTH = 4;
	input wire [7:0] i_f_data;
	output wire o_d_valid;
	output wire o_d_we;
	output reg [20:2] o_d_addr;
	localparam hex_pkg_MEM_WIDTH = 32;
	output wire [31:0] o_d_data;
	input wire [31:0] i_d_data;
	output wire o_syscall_valid;
	localparam hex_pkg_SYSCALL_OPC_WIDTH = 2;
	output wire [1:0] o_syscall;
	reg [20:0] pc_q;
	reg [31:0] areg_q;
	reg [31:0] breg_q;
	reg [31:0] oreg_q;
	wire [7:0] instr;
	wire instr_svc;
	reg [20:0] pc_d;
	reg [31:0] areg_d;
	reg [31:0] breg_d;
	reg [31:0] oreg_d;
	wire [31:0] opr_d;
	wire [20:0] opr_iaddr;
	wire [3:0] instr_opc;
	wire [3:0] instr_opr;
	always @(posedge i_clk or posedge i_rst)
		if (i_rst) begin
			pc_q <= 1'sb0;
			areg_q <= 1'sb0;
			breg_q <= 1'sb0;
			oreg_q <= 1'sb0;
		end
		else begin
			pc_q <= pc_d;
			areg_q <= areg_d;
			breg_q <= breg_d;
			oreg_q <= oreg_d;
		end
	assign o_f_valid = 1'b1;
	assign o_f_addr = pc_q;
	assign instr = i_f_data;
	assign instr_opc = instr[7-:4];
	assign instr_opr = instr[3-:hex_pkg_INSTR_OPR_WIDTH];
	function automatic [3:0] sv2v_cast_024B2;
		input reg [3:0] inp;
		sv2v_cast_024B2 = inp;
	endfunction
	function automatic [3:0] sv2v_cast_4E38D;
		input reg [3:0] inp;
		sv2v_cast_4E38D = inp;
	endfunction
	assign instr_svc = (instr[7-:4] == sv2v_cast_024B2('hd)) && (instr[3-:hex_pkg_INSTR_OPR_WIDTH] == sv2v_cast_4E38D(3));
	assign opr_d = oreg_q | {28'b0000000000000000000000000000, instr[3-:hex_pkg_INSTR_OPR_WIDTH]};
	always @(*) begin
		pc_d = {pc_q + 20'b00000000000000000001};
		case (instr[7-:4])
			sv2v_cast_024B2('h9): pc_d = {pc_d + $signed(opr_d[20:0])};
			sv2v_cast_024B2('ha): pc_d = (areg_q == {32 {1'sb0}} ? {pc_d + $signed(opr_d[20:0])} : pc_d);
			sv2v_cast_024B2('hb): pc_d = ($signed(areg_q) < 0 ? {pc_d + $signed(opr_d[20:0])} : pc_d);
			sv2v_cast_024B2('hd): pc_d = (instr[3-:hex_pkg_INSTR_OPR_WIDTH] == sv2v_cast_4E38D(0) ? breg_q[20:0] : pc_d);
			default:
				;
		endcase
	end
	always @(*)
		case (instr[7-:4])
			sv2v_cast_024B2('he): oreg_d = opr_d << 4;
			sv2v_cast_024B2('hf): oreg_d = 32'hffffff00 | (opr_d << 4);
			default: oreg_d = 0;
		endcase
	always @(*) begin
		areg_d = areg_q;
		case (instr[7-:4])
			sv2v_cast_024B2('h0): areg_d = i_d_data;
			sv2v_cast_024B2('h3): areg_d = opr_d;
			sv2v_cast_024B2('h5): areg_d = {11'b00000000000, pc_d + $signed(opr_d[20:0])};
			sv2v_cast_024B2('h6): areg_d = i_d_data;
			sv2v_cast_024B2('hd):
				case (instr[3-:hex_pkg_INSTR_OPR_WIDTH])
					sv2v_cast_4E38D(1): areg_d = {areg_q + breg_q};
					sv2v_cast_4E38D(2): areg_d = {areg_q - breg_q};
					default:
						;
				endcase
			default:
				;
		endcase
	end
	always @(*) begin
		breg_d = breg_q;
		case (instr[7-:4])
			sv2v_cast_024B2('h1), sv2v_cast_024B2('h7): breg_d = i_d_data;
			sv2v_cast_024B2('h4): breg_d = opr_d;
			default:
				;
		endcase
	end
	assign o_d_valid = |{((sv2v_cast_024B2('h0) ^ (instr[7-:4] ^ instr[7-:4])) === (instr[7-:4] ^ (sv2v_cast_024B2('h0) ^ sv2v_cast_024B2('h0)))) & ((((instr[7-:4] ^ instr[7-:4]) ^ (sv2v_cast_024B2('h0) ^ sv2v_cast_024B2('h0))) === (sv2v_cast_024B2('h0) ^ sv2v_cast_024B2('h0))) | 1'bx), ((sv2v_cast_024B2('h1) ^ (instr[7-:4] ^ instr[7-:4])) === (instr[7-:4] ^ (sv2v_cast_024B2('h1) ^ sv2v_cast_024B2('h1)))) & ((((instr[7-:4] ^ instr[7-:4]) ^ (sv2v_cast_024B2('h1) ^ sv2v_cast_024B2('h1))) === (sv2v_cast_024B2('h1) ^ sv2v_cast_024B2('h1))) | 1'bx), ((sv2v_cast_024B2('h2) ^ (instr[7-:4] ^ instr[7-:4])) === (instr[7-:4] ^ (sv2v_cast_024B2('h2) ^ sv2v_cast_024B2('h2)))) & ((((instr[7-:4] ^ instr[7-:4]) ^ (sv2v_cast_024B2('h2) ^ sv2v_cast_024B2('h2))) === (sv2v_cast_024B2('h2) ^ sv2v_cast_024B2('h2))) | 1'bx), ((sv2v_cast_024B2('h6) ^ (instr[7-:4] ^ instr[7-:4])) === (instr[7-:4] ^ (sv2v_cast_024B2('h6) ^ sv2v_cast_024B2('h6)))) & ((((instr[7-:4] ^ instr[7-:4]) ^ (sv2v_cast_024B2('h6) ^ sv2v_cast_024B2('h6))) === (sv2v_cast_024B2('h6) ^ sv2v_cast_024B2('h6))) | 1'bx), ((sv2v_cast_024B2('h7) ^ (instr[7-:4] ^ instr[7-:4])) === (instr[7-:4] ^ (sv2v_cast_024B2('h7) ^ sv2v_cast_024B2('h7)))) & ((((instr[7-:4] ^ instr[7-:4]) ^ (sv2v_cast_024B2('h7) ^ sv2v_cast_024B2('h7))) === (sv2v_cast_024B2('h7) ^ sv2v_cast_024B2('h7))) | 1'bx), ((sv2v_cast_024B2('h8) ^ (instr[7-:4] ^ instr[7-:4])) === (instr[7-:4] ^ (sv2v_cast_024B2('h8) ^ sv2v_cast_024B2('h8)))) & ((((instr[7-:4] ^ instr[7-:4]) ^ (sv2v_cast_024B2('h8) ^ sv2v_cast_024B2('h8))) === (sv2v_cast_024B2('h8) ^ sv2v_cast_024B2('h8))) | 1'bx)};
	assign o_d_we = |{((sv2v_cast_024B2('h2) ^ (instr[7-:4] ^ instr[7-:4])) === (instr[7-:4] ^ (sv2v_cast_024B2('h2) ^ sv2v_cast_024B2('h2)))) & ((((instr[7-:4] ^ instr[7-:4]) ^ (sv2v_cast_024B2('h2) ^ sv2v_cast_024B2('h2))) === (sv2v_cast_024B2('h2) ^ sv2v_cast_024B2('h2))) | 1'bx), ((sv2v_cast_024B2('h8) ^ (instr[7-:4] ^ instr[7-:4])) === (instr[7-:4] ^ (sv2v_cast_024B2('h8) ^ sv2v_cast_024B2('h8)))) & ((((instr[7-:4] ^ instr[7-:4]) ^ (sv2v_cast_024B2('h8) ^ sv2v_cast_024B2('h8))) === (sv2v_cast_024B2('h8) ^ sv2v_cast_024B2('h8))) | 1'bx)};
	always @(*) begin
		o_d_addr = 1'sb0;
		case (instr[7-:4])
			sv2v_cast_024B2('h0), sv2v_cast_024B2('h1), sv2v_cast_024B2('h2): o_d_addr = opr_d[18:0];
			sv2v_cast_024B2('h6): o_d_addr = {areg_q[18:0] + $signed(opr_d[18:0])};
			sv2v_cast_024B2('h7), sv2v_cast_024B2('h8): o_d_addr = {breg_q[18:0] + $signed(opr_d[18:0])};
			default:
				;
		endcase
	end
	assign o_d_data = areg_q;
	assign o_syscall_valid = instr_svc;
	function automatic [1:0] sv2v_cast_6BA3B;
		input reg [1:0] inp;
		sv2v_cast_6BA3B = inp;
	endfunction
	assign o_syscall = sv2v_cast_6BA3B(areg_q);
endmodule
```

==> out/results.tsv <==
stage	metric	value	unit
finish	fin_cells	1750	
yosys	synthArstFlopShare	100.0	%
yosys	ys_seq_share	26.18	%
clock_network	post-cts-setup-buffers	0	
detailed_routing	post-route-drc-count	0	
die	design.core.area	26280	um2
worst_setup_path	slowest_delay	0.84	ns
yosys	compound_area_share	25.48	%
yosys	ys_chip_area	10800	um2
worst_setup_path	crit_chain	clkdlybuf4s50_1 -> nor2b_1 -> nor3b_1 -> o21bai_2 -> buf_4 -> mux2_2 -> ha_1 -> and3_1 -> a221o_1 -> a41oi_1 -> o21ai_1 -> a211oi_1 -> o21ai_1 -> a31oi_1 -> xor2_1 -> o21ai_1 -> clkdlybuf4s50_1	
detailed_routing	first_iter_violations	751	
power_and_ir_drop	p_leak	5.574	nW
clock_network	clk_pin_slew	0.06	ns
yosys	ys_sh_xor	9.929	%
clock_network	clock_latency	0.42	ns
timing	finalCriticalPeriod	11.65	ns
global_route	grt_antenna_before_repair	0	
yosys	ys_sh_mux	5.295	%
worst_setup_path	worst_setup_path_start_kind	input pin	
die	die_h	166.3	um
finish	drive_gt1_share	6.784	%
detailed_routing	drt-wirelength-per-cell	20.76	um
min_path	hp-class	reg2reg	
timing	rsz0062_at_grt	false	
timing	skew	0.01596	ns
yosys	top_area_share	26.18	%
timing	hold_violations	0	
timing	tns	0	ns
die	fp_util	41.09	%
job	maxCapViolCount	0	
clock_network	cts_tree	yes	
placement	gp_congestion	0.9803	
clock_network	clockRootBuffer	clkbuf_16	
timing	clock.fmax	85.82	MHz
global_route	grt-ovfl-total	0	
timing	slew_headroom	48.75	%
yosys	topCellsByArea	dfrtp_1, ha_1, nor2_1, a21oi_1, xnor2_1	
power_and_ir_drop	power.density	149.8	nW/um2
yosys	logic_family	AND-OR/OR-AND gates	
power_and_ir_drop	peakVddDrop	0.07378	mV
detailed_routing	diodes	0	
global_route	grt_max_degree	65	
timing	period_used_share	71.49	%
timing	finalSetupViolCount	0	
timing	drv_slew	0	
finish	area_growth	19.91	%
clock_network	numClockSinks	113	
worst_setup_path	critPathTopFamily	AND-OR/OR-AND gates	
yosys	synthSimpleGateAreaFrac	18.06	%
worst_setup_path	cp_common_cell	o21ai_1	
detailed_routing	ant_nets	0	
yosys	ys_sh_adder	11.28	%
yosys	flop_cell	dfrtp_1	
yosys	yosys_warnings	1	
job	warnings	25	
die	die_w	166.3	um
finish	most-common-layout-cells	nor2_1, a21oi_1, clkdlybuf4s50_1, dfrtp_1, ha_1	
timing	tightest_slew	0.7666	ns
global_route	grt_usage	27.09	%
worst_setup_path	cpMaxStageDelayCell	clkdlybuf4s50_1	
detailed_routing	wirelength	36330	um
yosys	synth_area	10800	um2
clock_network	cts_made_buffers	17	
yosys	ys_types	78	
placement	dp_cells	1718	
placement	dp_hpwl	26920	um
clock_network	clock_path_buffers	2	
worst_setup_path	arrival	8.39	ns
die	row_count	59	
worst_setup_path	path_max_fanout	21	
status	status	complete, no violations	
worst_setup_path	criticalPathCategory	in2out	
clock_network	htree_levels	4	
die	io_pins	120	
detailed_routing	vias	10450	
die	die_area	27660	um2
yosys	edf_count	0	
yosys	synth_stat.cells	1307	
yosys	top_area_cell	dfrtp_1	
detailed_routing	avgViaCountPerCell	5.969	
worst_setup_path	endpoint_kind	output pin	
global_route	grt_pass1_vias	9955	
detailed_routing	firstDrtPassIters	19	
worst_setup_path	worstPathRequired	13.04	ns
clock_network	hold_buffers	0	
global_route	grt_pass1_wl	56680	um
yosys	numSynthFlops	113	
yosys	syn_area_per_cell	8.263	um2
worst_setup_path	critPathBufInv	3	
yosys	synthCells	1307	
finish	final_common_cell	nor2_1	
clock_network	cts-resized-gates	0	
placement	portBuffers	118	
[through the flow]
step	setup slack (ns)	utilization (%)	hold WS, ns	power (mW)	instance area [um2]
2_1_floorplan	6.339	-	0.4818	1.178	10800
3_3_place_gp	4.698	46.96	0.5410	1.524	12340
3_5_place_dp	4.656	46.96	0.5483	1.525	12340
4_1_cts	4.646	49.27	0.5602	1.933	12950
5_1_grt	4.217	49.27	0.5922	2.091	12950
6_report	4.647	49.27	0.5546	1.940	12950
[cells in the mapped netlist (4+ instances only)]
library cell and count:
nor2_1 179, a21oi_1 119, dfrtp_1 113, ha_1 91, nand2_1 81, xnor2_1 65, o21ai_0 57, clkbuf_1 53
xor2_1 53, inv_1 40, mux2i_1 38, a21o_1 36, nor3_1 31, a31oi_1 24, a222oi_1 20, and3_1 19
nand3_1 18, mux2_2 17, nand2b_1 17, nor2b_1 17, o21a_1 15, o21ai_1 14, o211ai_1 13, a221o_1 12
o21bai_1 11, a22oi_1 10, nor4_1 10, o31ai_1 10, nand4_1 9, a211oi_1 8, a221oi_1 7, and2_1 7
o22ai_1 6, nor3b_1 5, o221ai_1 5, a211o_1 4, and4_1 4, buf_4 4, fa_1 4, o311ai_0 4
o41ai_1 4, or3_1 4
[area by class of cell]
class                           instances  area (um2)
Timing Repair Buffer                  137        1324
Sequential cell                       113        2828
Tap cell                              335       419.2
Clock inverter                         15       182.7
Multi-Input combinational cell       1091        7610
Clock buffer                           17       425.4
Inverter                               42       160.2
Fill cell                            2457       13330
[cell families after synthesis]
| group | Yosys count |
|---|---|
| compound gates | 405 |
| buf+inv | 103 |
| flops | 113 |
| fa+ha+maj | 95 |
| xor+xnor | 120 |
| mux | 55 |
| simple gates | 415 |
| other cells | 1 |
[per-layer routing]
| layer | GRT usage (%) | part of all wire, % |
|---|---|---|
| met1 | 39.85 | 45 |
| met2 | 41.68 | 44 |
| met3 | 5.462 | 7.7 |
| met4 | 6.562 | 2.6 |
| met5 | 0 | 0 |
[worst paths after layout]
path	startpoint	endpoint	slack, ns	cells after the start
max	i_f_data[7]	o_d_addr[19]	4.65	17
min	oreg_q[26]	oreg_q[30]	0.55	2
max reg2reg	pc_q[0]	areg_q[20]	10.73	20
min reg2reg	oreg_q[26]	oreg_q[30]	0.55	2
max in group asynchronous	i_rst	pc_q[13]	11.56	4
min in group asynchronous	i_rst	breg_q[29]	3.18	2
[flip-flops by register name (all words and copies together) (netlist names)]
signal,count
areg_q,32
breg_q,32
oreg_q,28
pc_q,21
[worst register-to-register path, delay by kind of cell (launching register included)]
family | cells | cell delay, ns
AOI/OAI and AO/OA | 10 | 2.41
xor gates and xnor gates | 2 | 0.48
adders and majority gates | 3 | 0.86
DFF | 1 | 0.43
and+or+nand+nor | 5 | 1.28
[power by group]
| group | total, mW | internal [mW] | switching, mW |
|---|---|---|---|
| clock network | 0.393 | 0.242 | 0.150 |
| registers | 0.465 | 0.348 | 0.117 |
| logic | 1.08 | 0.516 | 0.566 |
| total | 1.94 | 1.11 | 0.834 |
Power figures rest on the tool's default switching activity, not on a simulated workload.
